$ cat design/flow/design.v
module signal_monitor (
    input wire [3:0] signal_a,
    input wire [3:0] signal_b,
    input wire [1:0] mode_select,
    input wire clk,
    input wire reset,
    output reg [2:0] status_leds,
    output reg [3:0] control_out
);
    reg [1:0] test_cnt;
    reg [3:0] next_control;
    always @(*) begin
        status_leds  = 3'b000;
        next_control = 4'b0000;
        case (mode_select)
            2'b00: begin
                next_control = signal_a + signal_b;
                status_leds  = 3'b001;
            end
            2'b01: begin
                if (signal_a > signal_b) begin
                    next_control = signal_a - signal_b;
                    status_leds  = 3'b100;
                end else if (signal_a < signal_b) begin
                    next_control = signal_b - signal_a;
                    status_leds  = 3'b010;
                end else begin
                    next_control = 4'b0000;
                    status_leds  = 3'b001;
                end
            end
            2'b10: begin
                case (test_cnt)
                    2'd0: next_control = 4'd0;
                    2'd1: next_control = 4'd5;
                    2'd2: next_control = 4'd10;
                    2'd3: next_control = 4'd15;
                endcase
                status_leds = 3'b111;
            end
            2'b11: begin
                next_control = (signal_a + signal_b) >> 1;
                status_leds  = 3'b111;
            end
        endcase
    end
    always @(posedge clk or posedge reset) begin
        if (reset) begin
            control_out <= 4'b0000;
            test_cnt    <= 2'b00;
        end else begin
            control_out <= next_control;
            if (mode_select == 2'b10) test_cnt <= test_cnt + 1'b1;
            else test_cnt <= 2'b00;
        end
    end
endmodule
$ cat design/flow/run.sh
#!/bin/bash
# OpenROAD 26Q1-2900-gdf79404cd8, Yosys 0.63+post, stock flow scripts
make -C /OpenROAD-flow-scripts/flow DESIGN_CONFIG=/design/flow/config.mk WORK_HOME=/design/flow/orfs finish
$ cat design/flow/config.mk
export PLATFORM = sky130hd
export DESIGN_NAME = signal_monitor
export DESIGN_NICKNAME = signal_monitor
export VERILOG_FILES = /design/flow/design.v
export SDC_FILE = /design/flow/constraint.sdc
export NUM_CORES = 4
export LEC_CHECK = 1
export CORE_AREA = 10 10 70 70
export DIE_AREA = 0 0 80 80
$ cat design/flow/constraint.sdc
current_design signal_monitor

set clk_period 2.6
set clk_io_pct 0.2

create_clock -name clk0 -period $clk_period [get_ports {clk}]

set non_clock_inputs [all_inputs -no_clocks]
set_input_delay [expr $clk_period * $clk_io_pct] -clock clk0 $non_clock_inputs
set_output_delay [expr $clk_period * $clk_io_pct] -clock clk0 [all_outputs]
==> ci_impl_report.md <==
### Yosys + OpenROAD results

| Metric | Value |
|---|---|
| Worst skew pair latency | 0.24 ns |
| Top cells excl fill/tap | 20 x buf_4, 11 x ha_1, 9 x clkdlybuf4s50_1 |
| Post-layout util | 35.6% |
| Setup ws final | 0.0939 ns |
| Hold WC Path Type | input pin to async pin |
| CTS tree | yes |
| Clock sinks | 6 |
| Avg WL per Cell | 10.6 µm |
| H-tree depth | 1 |
| Leak | 0.580 nW |
| Actual slew at the worst max-slew pin | 0.368 ns |
| Most frequent logic cell in the layout | buf_4 |
| DP Worst Slack | -0.583 ns |
| Max-slew violations | 0 |
| Log Warnings | 34 |
| Initial Utilization | 23.7% |
| Setup TNS | 0 ns |
| Startpoint types | input pin |
| I/O Pins | 19 |
| Initial antenna violation count | 0 |
| Critical path type | input pin to output pin |
| Initial DRC count | 36 |
| Post-Syn Area per Cell | 8.98 µm² |
| Skew final | 0.00479 ns |
| Port bufs | 18 |
| Outcome | complete, no violations |
| Final setup violation count | 0 |
| Syn Inst Count | 90 |
| Seq/Total Area, Yosys | 18.6% |
| Synthesis-to-layout area growth | 50.5% |
| Minimum clock period | 2.51 ns |
| Clock slew at reported path FFs | 0.04 ns |
| Core Box Area | 0.00342 mm² |
| Cell count in the Yosys report | 90 |
| MaxCap Viol Count | 0 |
| Vias | 724 |
| Synth unique cells | 32 |
| Placer Congestion | 0.844 |
| Die height | 80 µm |
| Final Hold Fails | 0 |
| RSZ-0062 raised after global routing | false |
| Arrival @ worst endpoint | 1.99 ns |
| DP HPWL | 1510 µm |
| CP max FO | 2 |
| Row count | 21 |
| Drc violations | 0 |
| CP required | 2.08 ns |
| GRT Util Overall | 5.75% |
| Die Area | 0.00640 mm² |
| Flops after synth | 6 |
| Die Wd | 80 µm |
| Vias/cell | 4.16 |
| Final cell count without fillers | 174 |
| YS chip area | 808 µm² |
| Total power | 0.000395 W |
| CTS buffer count | 3 |
| Final wirelength | 1840 µm |
| ANT nets after route | 0 |
| Endpoint class of the critical path | output pin |
| First-pass detailed-route iteration total | 4 |
| First-pass GRT wire length | 3180 µm |
| Grt ovf | 0 |
| Max Buffers Root-to-Sink | 2 |
| Worst rel slew slack | 75.4% |
| Inserted Diodes | 0 |
| Placed instance count | 165 |
| Share of layout cells above drive strength 1 | 33.6% |
| Number of warnings issued by yosys | 1 |
| Max Fclk | 399 MHz |
| Power Density | 325 mW/mm² |
| Largest net degree at the start of global routing | 10 |
| FILL cells | 340 |
| Final Cycle Share | 96.4% |
| Vias in the first global route | 759 |
| Max IR drop VDD | 105 µV |
| Mapped Area | 808 µm² |
| Root Buffer | clkbuf_4 |
| # hold bufs at CTS | 0 |
-- critical path: stages --
cell	delay, ns
dlygate4sd2_1	0.27
fa_2	0.40
a21o_1	0.19
buf_4	0.13
a21o_1	0.15
a31o_1	0.21
buf_2	0.11
-- cells in the mapped netlist, drive strengths merged --
cell type | n | area share [%]
nor3 | 1 | 0.62
and3 | 1 | 0.77
o32ai | 1 | 1.1
a31o | 1 | 1.1
a21o | 3 | 2.8
xnor2 | 3 | 3.3
a2bb2oi | 1 | 1.1
o221ai | 1 | 1.1
a211oi | 1 | 1.5
nor2 | 3 | 1.4
buf | 3 | 2.6
nand4 | 1 | 2.6
fa | 3 | 7.4
o21bai | 1 | 0.93
o41ai | 1 | 1.1
dfrtp | 6 | 19
nor2b | 4 | 3.1
nand3b | 1 | 0.93
nand2 | 6 | 2.8
nor3b | 3 | 2.8
clkbuf | 1 | 0.46
and3b | 2 | 2.2
o21ai | 5 | 3.1
mux2 | 1 | 1.4
inv | 14 | 6.5
a21oi | 6 | 4.6
mux2i | 2 | 2.5
ha | 14 | 22
-- where the power goes --
part	internal [W]	switching (W)	total [W]	leakage, nW
clock	0.0000520	0.0000303	0.0000823	0.0138
combinational	0.000117	0.0000877	0.000205	0.490
sequential	0.000104	0.00000329	0.000107	0.0760
-- timing repair --
action	CTS	global route
setup endpoints to repair	3	2
resized	28	1
setup buffers	6	0
pin swaps	7	2
gates cloned	0	0
-- sequential cells by signal (all words and copies together) (netlist names) --
signal       flops
test_cnt         2
control_out      4
-- worst paths after layout --
check | slack [ns] | to | start | cells past startpoint
worst max-delay path | 0.09 | status_leds[2] | signal_a[1] | 7
worst min-delay path | 0.49 | control_out[0]$_DFF_PP0_ | reset | 2
worst max register to register | 1.28 | control_out[2]$_DFF_PP0_ | test_cnt[0]$_DFF_PP0_ | 6
worst min register to register | 0.50 | test_cnt[0]$_DFF_PP0_ | test_cnt[0]$_DFF_PP0_ | 1
max in group asynchronous | 1.92 | control_out[1]$_DFF_PP0_ | reset | 2
min in group clk0 | 0.50 | test_cnt[0]$_DFF_PP0_ | test_cnt[0]$_DFF_PP0_ | 1
-- kinds of logic after synthesis --
group | synth area share, %
buffers and inverters | 9.60
multiplexers | 3.87
flip-flops | 18.6
AND-OR/OR-AND | 18.4
adder cells (fa/ha/maj) | 29.1
AND/OR/NAND/NOR | 17.2
XOR/XNOR | 3.25
-- routing by layer --
layer | share of wire [%] | track usage, %
met4 | 0 | 0.704
met5 | 0 | 0
met3 | 7.3 | 1.25
met1 | 49 | 7.84
met2 | 44 | 9.31
-- through the flow --
stage / area (µm²) / hold slack (ns)
CTS: 1210 / 0.489
global placement: 1130 / 0.486
finish: 1220 / 0.493
floorplan: 808 / 0.311
global route: 1220 / 0.537
detailed placement: 1130 / 0.492
-- layout make-up --
| cell class | instances | area (µm²) | area share, % |
|---|---|---|---|
| Sequential cell | 6 | 150 | 12.3 |
| Tap cell | 46 | 57.6 | 4.73 |
| Timing Repair Buffer | 39 | 319 | 26.2 |
| Inverter | 14 | 52.6 | 4.32 |
| Multi-Input combinational cell | 66 | 614 | 50.5 |
| Clock buffer | 3 | 22.5 | 1.85 |
Power figures rest on the tool's default switching activity, not on a simulated workload.
