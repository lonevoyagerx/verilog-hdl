[flow/run.sh]
#!/bin/bash
# OpenROAD 26Q1-2900-gdf79404cd8, Yosys 0.63+post, stock flow scripts
make -C /OpenROAD-flow-scripts/flow DESIGN_CONFIG=/design/flow/config.mk WORK_HOME=/design/flow/orfs finish
[flow/config.mk]
export PLATFORM = sky130hd
export DESIGN_NAME = counter
export DESIGN_NICKNAME = counter
export VERILOG_FILES = /design/flow/design.v
export SDC_FILE = /design/flow/constraint.sdc
export NUM_CORES = 4
export LEC_CHECK = 1
export CORE_UTILIZATION = 40
[flow/constraint.sdc]
current_design counter

set clk_period 4.7
set clk_io_pct 0.2

create_clock -name clk0 -period $clk_period [get_ports {clk}]

set non_clock_inputs [all_inputs -no_clocks]
set_input_delay [expr $clk_period * $clk_io_pct] -clock clk0 $non_clock_inputs
set_output_delay [expr $clk_period * $clk_io_pct] -clock clk0 [all_outputs]
[flow/design.v]
module counter (
    input  wire        clk,        
    input  wire        aresetn,     
    input  wire        load,       
    input  wire [31:0] loaddata,    
    input  wire        en,          
    input  wire        updwn,        
    output reg  [31:0] count
);
     always @(posedge clk or negedge aresetn) begin
        if (!aresetn)
            count <= 32'b0;                
        else if (load)
            count <= loaddata;             
        else if (en) begin
            if (updwn)
                count <= count + 1;         
            else
                count <= count - 1;         
      end
      end
endmodule
==> GITHUB_STEP_SUMMARY <==
### Metrics collected by this job

| Metric | Value |
|---|---|
| Flop pwr share | `26.7%` |
| Core Util at FP | `41.9%` |
| Post-route ant nets | `0` |
| Fin Setup TNS | `0 ns` |
| Final GP Congestion | `0.845` |
| Latency at later pin | `0.29 ns` |
| Gr usage total | `19.6%` |
| Most numerous logic cells after layout | `clkdlybuf4s50_1, nand2_1, dfrtp_1` |
| Top Registers | `count x32` |
| Crit path arrival time | `4.31 ns` |
| Clk slew on worst S/H paths | `0.08 ns` |
| Vias | `2796` |
| Slew Viols, Final | `0` |
| Gate power share | `51.4%` |
| Dominant synthesized flop cell | `dfrtp_1` |
| Synthesized cell area | `3090 sq um` |
| Clk_skew | `0.00978 ns` |
| Total power | `0.00138 W` |
| Critical setup path kind | `primary input to register` |
| Final setup viols | `0` |
| FILL cells | `691` |
| Min Tclk post-route | `4.14 ns` |
| Drt via density | `5.36` |
| Number of global-route vias before repair | `2670` |
| Synthesized area per cell | `8.66 sq um` |
| CP max FO | `14` |
| Critical Path RT | `4.87 ns` |
| Syn. warnings | `1` |
| Ant diodes | `0` |
| Register area share after synthesis | `25.9%` |
| Core area | `7370 sq um` |
| Crit share post-route | `88.1%` |
| Post-synth EDFFs | `0` |
| Critical Path Start Type | `primary input` |
| WL per Instance | `14.2 um` |
| P_int | `0.000876 W` |
| Top Ports | `69` |
| Clock Tree Buf Depth | `2` |
| Initial antenna violation count | `0` |
| Seq cells post-synth | `32` |
| Switching Share | `36.3%` |
| Site Rows | `31` |
| Postcts setup bufs | `0` |
| Largest net degree at the start of global routing | `43` |
| Max FFs per register | `32` |
| Critical path, cell by cell | `clkdlybuf4s50_1 -> inv_1 -> buf_4 -> ha_1 -> a21oi_2 -> o21ai_1 -> a211o_1 -> and3_4 -> a221oi_4 -> o21ai_1 -> a311oi_1 -> xor2_1 -> o21ai_1` |
| Post-CTS Hold Buffers | `0` |
| Cell Pwr Density | `349 nW/um^2` |
| Asr flop ratio synth | `100%` |
| Crit end category | `register` |
| Dominant logic cell type in the layout | `clkdlybuf4s50_1` |
| Clock tree sinks | `32` |
| Final WL | `7420 um` |
| DIE WIDTH | `89.9 um` |
| Initial DRT Pass Iterations | `4` |
| CTS Buf Count | `5` |
| Critical Path Max Stage Delay | `0.50 ns` |
| Chip area | `8080 sq um` |
| Unique cell types | `63` |
| Leak Pwr | `1.70 nW` |
| Hold Fails Final Rpt | `0` |
| Synthesis area per yosys | `3090 sq um` |
| CTS tree | `done` |
| Fin util | `53.6%` |
| Die height | `89.9 um` |
| RSZ-0062 raised after global routing | `no` |
| Worst-Margin Slew | `0.563 ns` |
| Post-route DRC | `0` |
| Outcome | `completed` |
| Cts repair resizes | `0` |
| Syn Inst Count | `357` |
| GRT overflow | `0` |
| Final HPWL DP | `5490 um` |
| DRC violation total after the first TritonRoute iteration | `110` |
| Global-route wire length before repair | `13000 um` |
| P_sw | `0.000500 W` |
| Critical Path Slowest Stage Cell | `clkdlybuf4s50_1` |
| Max VDD drop | `0.000186 V` |
| Layout area overhead | `27.8%` |
| Count of tool warnings | `25` |
| Cell mode on critical path | `o21ai_1` |
| Power share of the clock group | `21.9%` |
| Layout cell share with drive strength beyond 1 | `8.51%` |
| Max Cap Viol | `0` |
| Worst Hold Class | `register to register` |
| Clock root cell | `clkbuf_8` |
| CTS H-tree depth | `2` |
| Reg with most FFs | `count` |
| Normalized max-slew margin | `62.4%` |
| Yosys cell count | `357` |
| Maximum clock frequency | `0.242 GHz` |
| I/O Buffers | `68` |
## cell families (layout without fill, tap and decap cells)
| logic type | count (synthesis) | count (layout) | share of synthesized area (%) |
|---|---|---|---|
| fa+ha+maj | 31 | 31 | 12.8 |
| mux | 13 | 13 | 4.25 |
| compound gates | 137 | 137 | 30.8 |
| buf+inv | 28 | 94 | 4.98 |
| xor+xnor | 21 | 21 | 5.95 |
| simple gates | 95 | 95 | 15.3 |
| flops | 32 | 32 | 25.9 |
## worst max-delay path: cells and delay by family
family | cells | cell delay (ns)
AOI/OAI and AO/OA | 7 | 1.48
xor gates and xnor gates | 1 | 0.17
adders and majority gates | 1 | 0.29
and+or+nand+nor | 1 | 0.19
buffers and inverters | 3 | 1.24
## routing by layer
| metal | vias to the layer above | GRT usage (%) | wire length [um] |
|---|---|---|---|
| li1 | 1460 | - | - |
| met1 | 1273 | 32.2 | 3880 |
| met2 | 59 | 29.6 | 3210 |
| met3 | 4 | 2.66 | 282 |
| met4 | 0 | 1.34 | 49 |
| met5 | - | 0 | 0 |
## power groups by stage
stage | sequential [W] | clock, W | combinational [W]
after CTS | 0.000369 | 0.000310 | 0.000710
after global routing | 0.000376 | 0.000319 | 0.000791
final | 0.000368 | 0.000301 | 0.000707
## cells in the mapped netlist, types with 5 or more instances
cell	count	area, sq um
a21oi_1	27	135
nand3_1	6	30.0
nand3b_1	5	37.5
o21a_1	7	52.6
xnor2_1	13	114
xor2_1	8	70.1
a21o_1	9	67.6
nand2_1	32	120
inv_1	13	48.8
dfrtp_1	32	801
clkbuf_1	7	26.3
a22oi_1	7	52.6
mux2i_1	12	120
nor2_1	21	78.8
ha_1	30	375
o21ai_1	10	50.1
nand2b_1	6	37.5
o21ai_0	31	155
## final cells by class
type | count | area, sq um | area share [%]
clock buffers | 7 | 96.3 | 2.44
clock inverters | 1 | 30.0 | 0.760
inverters | 13 | 48.8 | 1.24
multi-input cells | 297 | 2140 | 54.1
flip-flops and latches | 32 | 801 | 20.3
well taps | 99 | 124 | 3.14
repair buffers | 73 | 713 | 18.1
## final timing paths
| check | startpoint | to | slack [ns] | depth (start not counted) |
|---|---|---|---|---|
| hold reg to reg | count[29] | count[29] | 0.55 | 2 |
| min in group asynchronous | aresetn | count[28] | 1.05 | 2 |
| hold / removal | count[29] | count[29] | 0.55 | 2 |
| max in group asynchronous | aresetn | count[7] | 3.34 | 2 |
| setup / recovery | updwn | count[29] | 0.56 | 13 |
| setup reg to reg | count[0] | count[30] | 1.79 | 11 |
## per-stage QoR
stage	hold WS, ns	setup slack, ns	cells	area, sq um
floorplan	0.474	0.915	357	3090
global placement	0.538	0.343	514	3820
detailed placement	0.539	0.223	514	3820
CTS	0.557	0.528	522	3950
global route	0.587	0.273	522	3950
finish	0.551	0.561	522	3950
Power and IR drop assume default switching activity.
